### design/flow/config.mk
export PLATFORM = sky130hd
export DESIGN_NAME = spi_controller
export DESIGN_NICKNAME = spi_controller
export VERILOG_FILES = /design/flow/design.v
export SDC_FILE = /design/flow/constraint.sdc
export NUM_CORES = 4
export LEC_CHECK = 1
export CORE_UTILIZATION = 50
### design/flow/constraint.sdc
current_design spi_controller

set clk_period 11.1
set clk_io_pct 0.2

create_clock -name clk0 -period $clk_period [get_ports {clk}]

set non_clock_inputs [all_inputs -no_clocks]
set_input_delay [expr $clk_period * $clk_io_pct] -clock clk0 $non_clock_inputs
set_output_delay [expr $clk_period * $clk_io_pct] -clock clk0 [all_outputs]
### design/flow/design.v
`timescale 1ns / 1ps
module fifo(
    input clk,                 
    input rst,               
    input write_en,            
    input read_en,             
    input [31:0] data_in,      
    output [31:0] data_out,  
    output full,               
    output empty,              
    output data_out_valid      
);
    parameter WIDTH = 32;      
    parameter DEPTH = 32;      
	 localparam ADDR_WIDTH = 5;
    reg [WIDTH-1:0] fifo_mem [0:DEPTH-1];
    reg [ADDR_WIDTH-1:0] write_ptr;
    reg [ADDR_WIDTH-1:0] read_ptr;
	 reg [31:0] data_out_reg; 
    reg data_out_valid_reg;
    assign data_out_valid = data_out_valid_reg;
    always @(posedge clk or posedge rst) begin
        if (rst) 
		  begin
            write_ptr <= 1'b0;
        end 
		  else if (write_en && !full) 
		  begin
            fifo_mem[write_ptr] <= data_in;  
            write_ptr <= write_ptr + 1;
        end
    end
    always @(posedge clk or posedge rst) begin
        if (rst) 
		  begin
            read_ptr <= 1'b0;
            data_out_valid_reg <= 1'b0;  
				data_out_reg <= 32'b0;
        end 
		  else if (read_en && !empty) 
		  begin
            data_out_reg <= fifo_mem[read_ptr];  
            read_ptr <= read_ptr + 1;
            data_out_valid_reg <= 1'b1;  
        end 
		  else 
		  begin
            data_out_valid_reg <= 1'b0;  
        end
    end
	 assign data_out = data_out_reg;
	 assign full = ((write_ptr+1)==read_ptr);
    assign empty = (write_ptr==read_ptr);
endmodule
`timescale 1ns / 1ps
module spi_controller(
    input clk,                  
    input rst,                  
    input trigger,              
    input [31:0] to_device,     
    output spi_clk,             
    output spi_mosi,            
    output spi_cs,              
    input spi_miso,             
    output [31:0] from_device  
   );
localparam CLK_DIV = 8'b00111111;  
reg [7:0] clk_cnt;
always@(posedge clk or posedge rst)
begin
	if( rst ) clk_cnt <= 8'h00;
	else if( clk_cnt < CLK_DIV )  clk_cnt <= clk_cnt + 1'b1;
	else clk_cnt <= 8'h0;
end
wire div_clk = ( clk_cnt == 8'h1 );
reg step_clk;
always@(posedge clk or posedge rst)
begin
	if( rst ) step_clk <= 1'b0;
	else if( div_clk )  step_clk <= step_clk + 1'b1;
end
wire step_clk_p = step_clk & ( clk_cnt == 8'h1 );  
reg start;
reg [5:0] bit_cnt;
wire busy = bit_cnt < 6'd34;
reg busy_reg;
always@(posedge clk or posedge rst)
begin
	 if( rst )   busy_reg <= 1'b0;
	 else busy_reg <= busy;
end
wire [31:0] din_buff;
wire din_read_valid;
wire din_empty;
wire din_full;
reg din_write_en; 
always@(posedge clk or posedge rst)
begin
	if (rst) din_write_en <= 1'b0;
	else if (trigger && !din_full) din_write_en <= 1'b1;   
	else din_write_en <= 1'b0;   
end
reg din_read_en;
reg din_read_data;
always@(posedge clk or posedge rst)
begin
	if( rst ) 
	begin
		din_read_en <= 1'b0;
		din_read_data <= 1'b0;
	end
	else if ((!busy)&&(!din_empty)&&(!din_read_data))
	begin
		din_read_en <= 1'b1;
		din_read_data <= 1'b1;
	end
	else if (busy) din_read_en <= 1'b0;
	else if (!busy) din_read_data <= 1'b0;
end
fifo data_in_fifo_inst(
	.clk(clk),
	.rst(rst),
	.data_in(to_device),
	.write_en(din_write_en),
	.full(din_full),
	.data_out(din_buff),
	.read_en(din_read_en),
	.empty(din_empty),
	.data_out_valid(din_read_valid)
);	
always@(posedge clk or posedge rst)
begin
	if( rst )
	begin
		 start <= 1'b0;
		 bit_cnt <= 6'd34;
	end
	else if( {start, din_read_valid, busy } == 3'b010 )  start <= 1'b1;
	else if( step_clk_p )
	begin
		 if( start ) 
		 begin
			  bit_cnt <= 6'd0;
			  start <= 1'b0;
		 end
		 else if( bit_cnt < 6'd34)  bit_cnt <= bit_cnt + 1'b1;
	end
end
wire spi_valid = (bit_cnt>0)&(bit_cnt<6'd33);
reg sclk;
always@(posedge clk or posedge rst)
begin
if( rst )  sclk <= 1'b0;
else sclk <= (busy & spi_valid)? step_clk : 1'b0;
end
reg spi_mosi_reg;
always@(posedge clk or posedge rst)
begin
  if( rst ) spi_mosi_reg <= 1'b0;
  else if (spi_valid) spi_mosi_reg <= din_buff[bit_cnt-6'd1];
  else spi_mosi_reg <= 1'b0;
end
reg [31:0] spi_miso_buff; 
always@(posedge sclk or posedge rst)
begin
  if( rst ) spi_miso_buff <= 32'h0;
  else spi_miso_buff <= {spi_miso_buff[30:0], spi_miso}; 
end
wire [31:0] data_from_device = {spi_miso_buff[7:0],spi_miso_buff[15:8],spi_miso_buff[23:16],spi_miso_buff[31:24]};
wire dout_read_valid;
wire dout_empty;
wire dout_full;
reg dout_write_en; 
always@(posedge clk or posedge rst)
begin
  if( rst ) dout_write_en <= 1'b0;
  else if (step_clk_p & (bit_cnt == 6'd33)) dout_write_en <= 1'b1; 
  else dout_write_en <= 1'b0;
end
wire [31:0] dout_buff;
reg [31:0] dout_buff_reg;
fifo data_out_fifo_inst(
	.clk(clk),
	.rst(rst),
	.data_in(data_from_device),
	.write_en(dout_write_en),
	.full(dout_full),
	.data_out(dout_buff),
	.read_en(1'b1),
	.empty(dout_empty),
	.data_out_valid(dout_read_valid)
);	
always@(posedge clk or posedge rst)
begin
	if( rst ) dout_buff_reg <= 32'b0;
	else if (dout_read_valid) dout_buff_reg <= dout_buff;
end
assign from_device = dout_buff_reg;
assign spi_clk = sclk;      
assign spi_cs = ~busy_reg;   
assign spi_mosi = spi_mosi_reg;  
endmodule
### design/flow/run.sh
#!/bin/bash
# OpenROAD 26Q1-2900-gdf79404cd8, Yosys 0.63+post, stock flow scripts
make -C /OpenROAD-flow-scripts/flow DESIGN_CONFIG=/design/flow/config.mk WORK_HOME=/design/flow/orfs finish
==> flow_summary.json <==
{
  "synthesis.instances": 4850,
  "drt_wl_total_um": 263000,
  "buffer_ports.inserted": 70,
  "openroad.warnings": 46,
  "rsz0062_at_grt": "false",
  "p_per_area_nw_per_um2": 175,
  "hold_end": "clk_cnt[2]",
  "die_width_um": 413,
  "cts-buffers-inserted": 211,
  "cp_data_arrival_time_ns": 5.22,
  "setup_viol": 0,
  "cts_root_buffer": "clkbuf_16",
  "hold_path_startpoint": "clk_cnt[7]",
  "ys_sh_aoi": 0.0921,
  "static-leakage-power_nw": 30.0,
  "drv_slew": 0,
  "grt_first_pass_wirelength_um": 370000,
  "distinct_lib_cells": 87,
  "dominant_cell_area_share": 0.728,
  "yosysWarningCount": 3,
  "ys_sh_mux": 0.0541,
  "drt-wirelength-per-cell_um": 35.1,
  "hold_slack_final_ns": 0.477,
  "cp-end-kind": "flop",
  "die_height_um": 413,
  "synth.cellmix.simpleShare": 0.0480,
  "placement.setup.worst_slack_ns": 5.53,
  "cell_count_of_the_worst_hold_path": 1,
  "yosys-stat-area_um2": 84500,
  "core_area_um2": 167000,
  "dominant_comb_cell": "AND-OR/OR-AND gates",
  "grt_usage": 0.349,
  "totalPowerFinal_w": 0.0168,
  "ys_seq_share": 0.779,
  "post_cts.resized_instances": 0,
  "dr.first_iter.drc_count": 3917,
  "tritoncts": "done",
  "max_cap_viol_count": 0,
  "synthFlopType": "edfxtp_1",
  "reg.largest.list": "data_in_fifo_inst.fifo_mem (1024), data_out_fifo_inst.fifo_mem (1024)",
  "fin_worst_skew_ns": 0.0283,
  "ant_nets": 0,
  "totalNegativeSetupSlack_ns": 0,
  "clk_path_buf_depth": 3,
  "max_freq_ghz": 0.210,
  "first_global_vias": 49900,
  "global_route.overflow_total": 0,
  "worstPathRequired_ns": 11.56,
  "hold_viol_final": 0,
  "firstDrtPassIters": 6,
  "tmin_final_ns": 4.76,
  "synth-edff-count": 2048,
  "reg2regPathDepth": 9,
  "vias": 48300,
  "antenna_violations_before_repair": 8,
  "detail_route.drc_violations": 0,
  "htree_levels": 4,
  "chip_area_um2": 171000,
  "synth.largest_area_cell": "edfxtp_1",
  "post_synth_main_area_contributors": "edfxtp_1 (73%), dfrtp_1 (5.1%), mux2i_1 (3.8%)",
  "floorplan.core_util": 0.505,
  "clkTransAtPathRegs_ns": 0.06,
  "yosys.cell_count.top_type": "edfxtp_1",
  "yosysCellCount": 4850,
  "floorplan.rows": 150,
  "worstSkewPairLatency_ns": 0.84,
  "worstReg2RegStart": "data_out_fifo_inst.read_ptr[4]",
  "worst_r2r_endpoint": "data_out_fifo_inst.data_out_reg[26]",
  "cts_setup_buffers": 0,
  "gp_congestion": 0.964,
  "synthesis.area_um2": 84500,
  "synth-xor-area-share": 0.00381,
  "postSynthRegisterBits": 2221,
  "relSlewSlack": 0.290,
  "postCtsHoldBufs": 0,
  "async_reset_ff_frac": 0.0779,
  "maximum_number_of_pins_on_one_net_before_global_route_repair": 76,
  "syn_to_final_growth_pct": 13.5,
  "number_of_register_pins_that_no_clock_reaches": 32,
  "timing_worst_slew_pin_value_ns": 1.04,
  "worst_setup_path_start_kind": "primary input",
  "untimed_endpoints": 1056,
  "ratio_of_final_minimum_period_to_clock_period": 0.429,
  "ir_drop_v": 0.000166,
  "final_setup_slack_of_the_worst_path_ns": 6.34,
  "reg2reg_setup_slack_ns": 6.65,
  "cp_max_fanout": 20,
  "path_class": "primary input to flop",
  "setup.worst_path.start": "rst",
  "drive_gt1_frac": 0.150,
  "post_synth_fa_ha_maj_area_fraction": 0.00444,
  "run_status": "finished clean",
  "synthesis.area_per_instance_um2": 17.4,
  "common_cells": "edfxtp_1 (2048), mux2i_1 (317), a22oi_1 (276), nand2_1 (222), nor2_1 (205)",
  "avgViaCountPerCell": 6.43,
  "io_pins": 71,
  "worstHoldPathType": "flop to flop",
  "post-dp-hpwl_um": 163000
}
[power breakdown]
group / switching, W / leakage [nW] / internal (W)
clock: 0.00303 / 3.24 / 0.00387
sequential: 0.0000762 / 20.7 / 0.00922
combinational: 0.000438 / 6.04 / 0.000135
[kinds of logic after synthesis]
family / count (synthesis)
fa+ha+maj: 30
flops: 2221
mux: 415
buf+inv: 311
other cells: 1
compound gates: 1041
xor+xnor: 35
simple gates: 796
[through the flow]
step	util	cell area (um2)	instances
final	0.573	95900	7501
after floorplan	-	84500	4851
after CTS	0.573	95900	7498
after global placement	0.533	89300	7108
after detailed placement	0.533	89300	7108
after global routing	0.573	95900	7498
[layer usage]
| layer | wire length (um) | GRT usage | up-vias |
|---|---|---|---|
| met5 | 207 | 0.00763 | - |
| met4 | 14500 | 0.140 | 14 |
| met3 | 41000 | 0.225 | 651 |
| met2 | 126000 | 0.512 | 3280 |
| met1 | 81500 | 0.431 | 24000 |
| li1 | - | - | 20300 |
[critical path: stages]
cell             delay [ns]
clkdlybuf4s50_1        0.69
nor2_1                 0.43
nand3b_1               0.65
nor2_4                 0.66
buf_4                  0.52
[layout make-up]
cell class,instances,area [um2]
Antenna cell,3,7.51
Clock buffer,294,5880
Clock inverter,96,734
Fill cell,12400,71500
Inverter,29,116
Multi-Input combinational cell,2319,17800
Sequential cell,2221,65900
Tap cell,2204,2760
Timing Repair Buffer,335,2720
[cell usage in the layout (no fill, tap or decap), types with 24 or more instances in the layout]
cell,n
a21oi_1,59
a221oi_1,65
a222oi_1,42
a22o_1,96
a22oi_1,276
and3_1,26
buf_4,263
clkbuf_1,60
clkbuf_16,216
clkdlybuf4s50_1,70
clkinv_1,33
clkinv_2,38
dfrtp_1,163
edfxtp_1,2048
ha_1,24
inv_1,24
mux2_2,72
mux2i_1,317
mux4_2,26
nand2_1,220
nand3_1,69
nand4_1,47
nor2_1,141
nor2_4,60
nor3_1,39
nor4_1,30
o211ai_1,28
o21ai_0,129
o22ai_1,106
[how the worst max path moves through the flow]
stage | to | slack [ns] | depth (start not counted)
4_1_cts | spi_clk | 6.31 | 2
5_1_grt | data_in_fifo_inst.fifo_mem[4][26] | 6.22 | 5
6_report | data_in_fifo_inst.fifo_mem[4][11] | 6.34 | 5
Power and IR drop assume default switching activity.
