===== flow/design.v =====
`timescale 1ns/1ps
module cordic_rotation (
  input nd,
  input clk,
  input sclr,
  input signed [15 : 0] x_in,
  input signed [15 : 0] y_in,
  input signed [15 : 0] phase_in,
  output rdy,
  output signed [15 : 0] x_out,
  output signed [15 : 0] y_out
);
parameter DATAIN_WIDTH = 16;
parameter signed angle_0 = 16'sd6434;	    
parameter signed angle_1 = 16'sd3798;        
parameter signed angle_2 = 16'sd2007;        
parameter signed angle_3 = 16'sd1019;        
parameter signed angle_4 = 16'sd511;         
parameter signed angle_5 = 16'sd256;         
parameter signed angle_6 = 16'sd128;         
parameter signed angle_7 = 16'sd64;          
parameter signed angle_8 = 16'sd32;          
parameter signed angle_9 = 16'sd16;          
parameter signed angle_10 = 16'sd8;          
parameter signed angle_11 = 16'sd4;	        
parameter signed angle_12 = 16'sd2;           
parameter signed angle_half_pi = 16'sd12868;    
parameter signed angle_half_pi_minus = -16'sd12868;    
reg signed 	[DATAIN_WIDTH-1:0] 		x0 =0,y0 =0,z0 =0;
reg signed 	[DATAIN_WIDTH-1:0] 		x1 =0,y1 =0,z1 =0;
reg signed 	[DATAIN_WIDTH-1:0] 		x2 =0,y2 =0,z2 =0;
reg signed 	[DATAIN_WIDTH-1:0] 		x3 =0,y3 =0,z3 =0;
reg signed 	[DATAIN_WIDTH-1:0] 		x4 =0,y4 =0,z4 =0;
reg signed 	[DATAIN_WIDTH-1:0] 		x5 =0,y5 =0,z5 =0;
reg signed 	[DATAIN_WIDTH-1:0] 		x6 =0,y6 =0,z6 =0;
reg signed 	[DATAIN_WIDTH-1:0] 		x7 =0,y7 =0,z7 =0;
reg signed 	[DATAIN_WIDTH-1:0] 		x8 =0,y8 =0,z8 =0;
reg signed 	[DATAIN_WIDTH-1:0] 		x9 =0,y9 =0,z9 =0;
reg signed 	[DATAIN_WIDTH-1:0] 		x10=0,y10=0,z10=0;
reg signed 	[DATAIN_WIDTH-1:0] 		x11=0,y11=0,z11=0;
reg signed 	[DATAIN_WIDTH-1:0] 		x12=0,y12=0,z12=0;
reg signed 	[DATAIN_WIDTH-1:0] 		x13=0,y13=0,z13=0;
reg [1:0] rotate ;  
always@(posedge clk or posedge sclr)
begin
	if(sclr)
	begin
        rotate <= 'b0;		
	end
	else if(nd)
	begin
		rotate[0] <= phase_in > angle_half_pi ? 1:0;  
		rotate[1] <= phase_in < angle_half_pi_minus ? 1:0;  
	end
end 
reg step0_rdy = 1'b0;
always @(posedge clk) step0_rdy <= nd;
always@(posedge clk or posedge sclr)
begin
	if(sclr)
	begin
		x0 <= 'b0;
		y0 <= 'b0;
		z0 <= 'b0;
	end
	else if(step0_rdy)
	begin
		case(rotate)
			2'b01:  
			begin
				x0 <= -y_in;
				y0 <= x_in;
				z0 <= phase_in - angle_half_pi;
			end
			2'b10:  
			begin
				x0 <= y_in;
				y0 <= -x_in;
				z0 <= phase_in + angle_half_pi;
			end
			default:  
			begin
				x0 <= x_in;
				y0 <= y_in;
				z0 <= phase_in;
			end
		endcase
	end
end
reg step1_rdy = 1'b0;
always @(posedge clk) step1_rdy <= step0_rdy;
always@(posedge clk or posedge sclr)
begin
	if(sclr)
	begin
		x1 <= 'b0;
		y1 <= 'b0;
		z1 <= 'b0;
	end
	else if(!z0[DATAIN_WIDTH-1]) 
	begin
		x1 <= x0 - y0;
		y1 <= y0 + x0;
		z1 <= z0 - angle_0;	
	end
	else 
	begin
		x1 <= x0 + y0;
		y1 <= y0 - x0;
		z1 <= z0 + angle_0;		
	end
end 
reg step2_rdy = 1'b0;
always @(posedge clk) step2_rdy <= step1_rdy;
always@(posedge clk or posedge sclr)
begin
	if(sclr)
	begin
		x2 <= 'b0;
		y2 <= 'b0;
		z2 <= 'b0;
	end
	else if(!z1[DATAIN_WIDTH-1]) 
	begin
		x2 <= x1 - (y1>>>1);
		y2 <= y1 + (x1>>>1);
		z2 <= z1 - angle_1;	
	end
	else 
	begin
		x2 <= x1 + (y1>>>1);
		y2 <= y1 - (x1>>>1);
		z2 <= z1 + angle_1;
	end
end 
reg step3_rdy = 1'b0;
always @(posedge clk) step3_rdy <= step2_rdy;
always@(posedge clk or posedge sclr)
begin
	if(sclr)
	begin
		x3 <= 'b0;
		y3 <= 'b0;
		z3 <= 'b0;
	end
	else if(!z2[DATAIN_WIDTH-1])
	begin
		x3 <= x2 - (y2>>>2);
		y3 <= y2 + (x2>>>2);
		z3 <= z2 - angle_2;	
	end
	else 
	begin
		x3 <= x2 + (y2>>>2);
		y3 <= y2 - (x2>>>2);
		z3 <= z2 + angle_2;
	end
end 
reg step4_rdy = 1'b0;
always @(posedge clk) step4_rdy <= step3_rdy;
always@(posedge clk or posedge sclr)
begin
	if(sclr)
	begin
		x4 <= 'b0;
		y4 <= 'b0;
		z4 <= 'b0;
	end
	else if(!z3[DATAIN_WIDTH-1]) 
	begin
		x4 <= x3 - (y3>>>3);
		y4 <= y3 + (x3>>>3);
		z4 <= z3 - angle_3;	
	end
	else 
	begin
		x4 <= x3 + (y3>>>3);
		y4 <= y3 - (x3>>>3);
		z4 <= z3 + angle_3;
	end
end 
reg step5_rdy = 1'b0;
always @(posedge clk) step5_rdy <= step4_rdy;
always@(posedge clk or posedge sclr)
begin
	if(sclr)
	begin
		x5 <= 'b0;
		y5 <= 'b0;
		z5 <= 'b0;
	end
	else if(!z4[DATAIN_WIDTH-1]) 
	begin
		x5 <= x4 - (y4>>>4);
		y5 <= y4 + (x4>>>4);
		z5 <= z4 - angle_4;	
	end
	else
	begin
		x5 <= x4 + (y4>>>4);
		y5 <= y4 - (x4>>>4);
		z5 <= z4 + angle_4;
	end
end 
reg step6_rdy = 1'b0;
always @(posedge clk) step6_rdy <= step5_rdy;
always@(posedge clk or posedge sclr)
begin
	if(sclr)
	begin
		x6 <= 'b0;
		y6 <= 'b0;
		z6 <= 'b0;
	end
	else if(!z5[DATAIN_WIDTH-1]) 
	begin
		x6 <= x5 - (y5>>>5);
		y6 <= y5 + (x5>>>5);
		z6 <= z5 - angle_5;
	end
	else 
	begin
		x6 <= x5 + (y5>>>5);
		y6 <= y5 - (x5>>>5);
		z6 <= z5 + angle_5;
	end
end 
reg step7_rdy = 1'b0;
always @(posedge clk) step7_rdy <= step6_rdy;
always@(posedge clk or posedge sclr)
begin
	if(sclr)
	begin
		x7 <= 'b0;
		y7 <= 'b0;
		z7 <= 'b0;
	end
	else if(!z6[DATAIN_WIDTH-1]) 
	begin
		x7 <= x6 - (y6>>>6);
		y7 <= y6 + (x6>>>6);
		z7 <= z6 - angle_6;	
	end
	else 
	begin
		x7 <= x6 + (y6>>>6);
		y7 <= y6 - (x6>>>6);
		z7 <= z6 + angle_6;
	end
end 
reg step8_rdy = 1'b0;
always @(posedge clk) step8_rdy <= step7_rdy;
always@(posedge clk or posedge sclr)
begin
	if(sclr)
	begin
		x8 <= 'b0;
		y8 <= 'b0;
		z8 <= 'b0;
	end
	else if(!z7[DATAIN_WIDTH-1]) 
	begin
		x8 <= x7 - (y7>>>7);
		y8 <= y7 + (x7>>>7);
		z8 <= z7 - angle_7;	
	end
	else 
	begin
		x8 <= x7 + (y7>>>7);
		y8 <= y7 - (x7>>>7);
		z8 <= z7 + angle_7;
	end
end 
reg step9_rdy = 1'b0;
always @(posedge clk) step9_rdy <= step8_rdy;
always@(posedge clk or posedge sclr)
begin
	if(sclr)
	begin
		x9 <= 'b0;
		y9 <= 'b0;
		z9 <= 'b0;
	end
	else if(!z8[DATAIN_WIDTH-1])
	begin
		x9 <= x8 - (y8>>>8);
		y9 <= y8 + (x8>>>8);
		z9 <= z8 - angle_8;
	end
	else 
	begin
		x9 <= x8 + (y8>>>8);
		y9 <= y8 - (x8>>>8);
		z9 <= z8 + angle_8;
	end
end 
reg step10_rdy = 1'b0;
always @(posedge clk) step10_rdy <= step9_rdy;
always@(posedge clk or posedge sclr)
begin
	if(sclr)
	begin
		x10 <= 'b0;
		y10 <= 'b0;
		z10 <= 'b0;
	end
	else if(!z9[DATAIN_WIDTH-1]) 
	begin
		x10 <= x9 - (y9>>>9);
		y10 <= y9 + (x9>>>9);
		z10 <= z9 - angle_9;
	end
	else 
	begin
		x10 <= x9 + (y9>>>9);
		y10 <= y9 - (x9>>>9);
		z10 <= z9 + angle_9;		
	end
end 
reg step11_rdy = 1'b0;
always @(posedge clk) step11_rdy <= step10_rdy;
always@(posedge clk or posedge sclr)
begin
	if(sclr)
	begin
		x11 <= 'b0;
		y11 <= 'b0;
		z11 <= 'b0;
	end
	else if(!z10[DATAIN_WIDTH-1]) 
	begin
		x11 <= x10 - (y10>>>10);
		y11 <= y10 + (x10>>>10);
		z11 <= z10 - angle_10;	
	end
	else 
	begin
		x11 <= x10 + (y10>>>10);
		y11 <= y10 - (x10>>>10);
		z11 <= z10 + angle_10;
	end
end 
reg step12_rdy = 1'b0;
always @(posedge clk) step12_rdy <= step11_rdy;
always@(posedge clk or posedge sclr)
begin
	if(sclr)
	begin
		x12 <= 'b0;
		y12 <= 'b0;
		z12 <= 'b0;
	end
	else if(!z11[DATAIN_WIDTH-1]) 
	begin
		x12 <= x11 - (y11>>>11);
		y12 <= y11 + (x11>>>11);
		z12 <= z11 - angle_11;	
	end
	else 
	begin
		x12 <= x11 + (y11>>>11);
		y12 <= y11 - (x11>>>11);
		z12 <= z11 + angle_11;
	end
end 
reg step13_rdy = 1'b0;
always @(posedge clk) step13_rdy <= step12_rdy;
always@(posedge clk or posedge sclr)
begin
	if(sclr)
	begin
		x13 <= 'b0;
		y13 <= 'b0;
		z13 <= 'b0;
	end
	else if(!z12[DATAIN_WIDTH-1]) 
	begin
		x13 <= x12 - (y12>>>12);
		y13 <= y12 + (x12>>>12);
		z13 <= z12 - angle_12;	
	end
	else 
	begin
		x13 <= x12 + (y12>>>12);
		y13 <= y12 - (x12>>>12);
		z13 <= z12 + angle_12;
	end
end 
reg signed [DATAIN_WIDTH-1:0] x_output;
reg signed [DATAIN_WIDTH-1:0] y_output; 
reg step_rdy = 1'b0;
always@(posedge clk or posedge sclr)
begin
	if(sclr)
	begin
		x_output <= 'b0;
		y_output <= 'b0;
		step_rdy <= 'b0;
	end
	else 
	begin
        x_output <= x13;
        y_output <= y13;
		step_rdy <= step13_rdy;
	end
end 
assign x_out = x_output;
assign y_out = y_output;
assign rdy = step_rdy;
endmodule

===== flow/run.sh =====
#!/bin/bash
# OpenROAD 26Q1-2900-gdf79404cd8, Yosys 0.63+post, stock flow scripts
make -C /OpenROAD-flow-scripts/flow DESIGN_CONFIG=/design/flow/config.mk WORK_HOME=/design/flow/orfs finish

===== flow/config.mk =====
export PLATFORM = sky130hd
export DESIGN_NAME = cordic_rotation
export DESIGN_NICKNAME = cordic_rotation
export VERILOG_FILES = /design/flow/design.v
export SDC_FILE = /design/flow/constraint.sdc
export NUM_CORES = 4
export LEC_CHECK = 1
export CORE_UTILIZATION = 50

===== flow/constraint.sdc =====
current_design cordic_rotation

set clk_period 12.5
set clk_io_pct 0.2

create_clock -name clk0 -period $clk_period [get_ports {clk}]

set non_clock_inputs [all_inputs -no_clocks]
set_input_delay [expr $clk_period * $clk_io_pct] -clock clk0 $non_clock_inputs
set_output_delay [expr $clk_period * $clk_io_pct] -clock clk0 [all_outputs]

==> flow_summary.rst <==
Synthesis and place-and-route
=============================

.. list-table::
   :header-rows: 1

   * - Metric
     - Value
   * - RSZ-0062 raised after global routing
     - no
   * - Flop2flop setup slack
     - 8.68 ns
   * - Max-slew violations
     - 0
   * - Most instantiated logic cell after routing
     - sky130_fd_sc_hd__dfrtp_1
   * - Post-synth tally of flip-flops with integrated enable
     - 0
   * - Number of hold violations in the final report
     - 0
   * - Post_cts resized
     - 0
   * - Fill cell count
     - 8,104
   * - RePlAce Congestion
     - 0.912
   * - Worst setup path category
     - in2reg
   * - Main flop type
     - sky130_fd_sc_hd__dfrtp_1
   * - Count of tool warnings
     - 94
   * - Post-Route Skew
     - 0.0138 ns
   * - Instance tally after logic synthesis
     - 4,892
   * - ANT nets after route
     - 0
   * - Mapped cell area
     - 47,000 sq um
   * - Area share of fa/ha/maj cells after synthesis
     - 18.1%
   * - Crit-path max FO
     - 8
   * - Clock root cell
     - sky130_fd_sc_hd__clkbuf_16
   * - Number of diodes
     - 0
   * - Clock-pin transition on the worst setup and hold timing paths
     - 0.06 ns
   * - Total congestion overflow
     - 0
   * - Final routed wirelength across all metal layers
     - 98,400 um
   * - DP HPWL
     - 76,100 um
   * - Setup Viol. Count Final
     - 0
   * - I/O pins
     - 84
   * - First-pass iteration count of the detailed router
     - 5
   * - Number of placement rows
     - 112
   * - Warning count from the yosys run
     - 1
   * - Timing-limited maximum frequency
     - 0.212 GHz
   * - Total number of vias
     - 34,000
   * - Synth cell types
     - 81
   * - Period utilisation layout
     - 37.8%
   * - Startpoint class of the critical path
     - input port
   * - Sink Count
     - 675
   * - Die outline height
     - 309 um
   * - CTS buffer count
     - 77
   * - #FFs+latches synth
     - 675
   * - Top comb family, area
     - AND-OR/OR-AND gates
   * - Area overhead of the layout relative to synthesis
     - 10.4%
   * - Number of buffers on the longest clock path
     - 3
   * - DRC violation count after routing
     - 0
   * - Syn_area_per_cell
     - 9.61 sq um
   * - Synth async-reset ratio
     - 97.9%
   * - Worst EP arrival
     - 5.20 ns
   * - Compound-gate portion of the synthesized area
     - 18.7%
   * - Sequential cell area fraction in the yosys report
     - 35.8%
   * - CTS Hold Bufs
     - 0
   * - DRC violation total after the first TritonRoute iteration
     - 1,704
   * - Total global routing track utilization
     - 22.0%
   * - Postcts setup bufs
     - 0
   * - Horizontal die dimension
     - 309 um
   * - Xor+xnor area frac
     - 12.3%
   * - Core utilization before placement
     - 50.5%
   * - Deepest level of the CTS H-tree
     - 3
   * - Average wire per cell in the routed design
     - 15.6 um
   * - Vias in the first global route
     - 32,900
   * - Number of standard cells reported by yosys
     - 4,892
   * - CTS tree
     - yes
   * - Worst max-slew margin expressed relative to the limit
     - 41.1%
   * - Worst hold margin
     - 0.313 ns
   * - Area of the chip
     - 95,300 sq um
   * - Maximum number of pins on one net before global-route repair
     - 140
   * - Initial antenna violation count
     - 0
   * - Share of the core filled with cells in the final layout
     - 55.7%
   * - Post-route cell area
     - 51,900 sq um
   * - Sum of negative setup slack
     - 0 ns
   * - Outcome
     - finished clean
   * - CORE AREA
     - 93,200 sq um
   * - Dominant logic cell types in the final layout
     - 661 x sky130_fd_sc_hd__dfrtp_1, 621 x sky130_fd_sc_hd__ha_1, 498 x sky130_fd_sc_hd__a21oi_1
   * - Worst Tran Pin Value
     - 0.872 ns
   * - Total cell area at the placement stage
     - 49,300 sq um
   * - Final Critical Period
     - 4.72 ns
   * - And+or+nand+nor area frac
     - 10.3%
   * - Class of the worst hold path
     - reg2reg
   * - Share of layout cells above drive strength 1
     - 4.27%
   * - Clk latency of the worst-skew pair
     - 0.63 ns
   * - Fraction of synthesized area in multiplexers
     - 1.48%
   * - Wire length of the first global-routing pass
     - 166,000 um
   * - Yosys synthesis chip area
     - 47,000 sq um
   * - Data required time of the critical path
     - 12.98 ns
   * - Vias per cell
     - 5.41
   * - Number of port buffers
     - 83
   * - Number of maximum-capacitance constraint violations
     - 0
   * - Critical path capture point type
     - register
[cells in the mapped netlist (all sizes together), types with 64 or more instances]
cell / count / area share, %
a21o: 163 / 2.6
a21oi: 498 / 5.3
clkbuf: 81 / 0.65
dfrtp: 661 / 35
ha: 621 / 17
inv: 321 / 2.6
nand2: 214 / 1.7
nand2b: 64 / 0.85
nor2: 357 / 2.9
nor3: 117 / 1.3
o21a: 74 / 1.2
o21ai: 249 / 2.7
o21bai: 86 / 1.4
xnor2: 441 / 8.2
xor2: 218 / 4.1
[critical path: stages]
cell and delay [ns]:
sky130_fd_sc_hd__clkdlybuf4s50_1 0.56, sky130_fd_sc_hd__inv_1 0.16, sky130_fd_sc_hd__ha_1 0.22, sky130_fd_sc_hd__or3b_2 0.50, sky130_fd_sc_hd__a211o_1 0.34, sky130_fd_sc_hd__a21boi_0 0.37
sky130_fd_sc_hd__nor3_1 0.08, sky130_fd_sc_hd__nor2_1 0.09, sky130_fd_sc_hd__o21ai_0 0.09, sky130_fd_sc_hd__a31oi_1 0.18, sky130_fd_sc_hd__o21ai_0 0.10
[layout make-up]
type | count | area (sq um) | share of cell area (%)
Multi-Input combinational cell | 3792 | 28600 | 55.1
Sequential cell | 675 | 16800 | 32.4
Clock buffer | 113 | 2270 | 4.38
Tap cell | 1254 | 1570 | 3.02
Inverter | 324 | 1220 | 2.35
Timing Repair Buffer | 111 | 1080 | 2.08
Clock inverter | 26 | 337 | 0.649
[cell families (layout without fill, tap and decap cells)]
family | count (synthesis) | in the layout
compound gates | 1394 | 1394
flops | 675 | 675
mux | 66 | 66
buf+inv | 425 | 574
simple gates | 1015 | 1015
fa+ha+maj | 658 | 658
xor+xnor | 659 | 659
[metal layers]
metal	global-route usage, %	routed length (um)	share of wire (%)
met1	33.8	47600	48
met2	34.4	45000	46
met3	2.88	3480	3.5
met4	4.43	2320	2.4
met5	0	0	0
[final timing paths]
check,from,to,cells past startpoint
min in group asynchronous,sclr,z2[1],2
setup / recovery,phase_in[2],z0[14],11
max in group asynchronous,sclr,z9[9],5
hold reg to reg,step3_rdy,step4_rdy,0
hold / removal,step3_rdy,step4_rdy,0
setup reg to reg,y4[4],x5[15],13
[stage by stage]
stage          setup slack [ns]  instances
2_1_floorplan             0.964       4892
3_3_place_gp               7.05       6156
3_5_place_dp               7.00       6156
4_1_cts                    7.69       6295
5_1_grt                    7.36       6295
6_report                   7.78       6295
