File: /design/flow/design.v
module rx_cordic (
  input nd,
  input clk,
  input sclr,
  input signed [15 : 0] x_in,
  input signed [15 : 0] y_in,
  output rdy,
  output signed [15 : 0] x_out,
  output signed [15 : 0] phase_out
);
parameter DATAIN_WIDTH = 16;
parameter signed angle_0 = 16'd6434;	    
parameter signed angle_1 = 16'd3798;        
parameter signed angle_2 = 16'd2007;        
parameter signed angle_3 = 16'd1019;        
parameter signed angle_4 = 16'd511;         
parameter signed angle_5 = 16'd256;         
parameter signed angle_6 = 16'd128;         
parameter signed angle_7 = 16'd64;          
parameter signed angle_8 = 16'd32;          
parameter signed angle_9 = 16'd16;          
parameter signed angle_10 = 16'd8;          
parameter signed angle_11 = 16'd4;	        
parameter signed angle_12 = 16'd2;          
parameter signed angle_13 = 16'd1;          
parameter signed angle_shift = 16'd12868;    
reg signed 	[DATAIN_WIDTH-1:0] 		x0 =0,y0 =0,z0 =0;
reg signed 	[DATAIN_WIDTH-1:0] 		x1 =0,y1 =0,z1 =0;
reg signed 	[DATAIN_WIDTH-1:0] 		x2 =0,y2 =0,z2 =0;
reg signed 	[DATAIN_WIDTH-1:0] 		x3 =0,y3 =0,z3 =0;
reg signed 	[DATAIN_WIDTH-1:0] 		x4 =0,y4 =0,z4 =0;
reg signed 	[DATAIN_WIDTH-1:0] 		x5 =0,y5 =0,z5 =0;
reg signed 	[DATAIN_WIDTH-1:0] 		x6 =0,y6 =0,z6 =0;
reg signed 	[DATAIN_WIDTH-1:0] 		x7 =0,y7 =0,z7 =0;
reg signed 	[DATAIN_WIDTH-1:0] 		x8 =0,y8 =0,z8 =0;
reg signed 	[DATAIN_WIDTH-1:0] 		x9 =0,y9 =0,z9 =0;
reg signed 	[DATAIN_WIDTH-1:0] 		x10=0,y10=0,z10=0;
reg signed 	[DATAIN_WIDTH-1:0] 		x11=0,y11=0,z11=0;
reg signed 	[DATAIN_WIDTH-1:0] 		x12=0,y12=0,z12=0;
reg signed 	[DATAIN_WIDTH-1:0] 		x13=0,y13=0,z13=0;
wire [1:0] quadrant ;
assign quadrant = {x_in[15], y_in[15]};
reg step0_rdy = 1'b0;
always @(posedge clk) step0_rdy <= nd;
always@(posedge clk or posedge sclr)
begin
	if(sclr)
	begin
		x0 <= 'b0;
		y0 <= 'b0;
		z0 <= 'b0;
	end
	else if(nd)
	begin
		case(quadrant)
			2'b10:  
			begin
				x0 <= y_in;
				y0 <= -x_in;
				z0 <= angle_shift;
			end
			2'b11:  
			begin
				x0 <= -y_in;
				y0 <= x_in;
				z0 <= -angle_shift;
			end
			default:  
			begin
				x0 <= x_in;
				y0 <= y_in;
				z0 <= 'b0;
			end
		endcase
	end
end 
reg step1_rdy = 1'b0;
always @(posedge clk) step1_rdy <= step0_rdy;
always@(posedge clk or posedge sclr)
begin
	if(sclr)
	begin
		x1 <= 'b0;
		y1 <= 'b0;
		z1 <= 'b0;
	end
	else if(y0[DATAIN_WIDTH-1]) 
	begin
		x1 <= x0 - y0;
		y1 <= y0 + x0;
		z1 <= z0 - angle_0;	
	end
	else 
	begin
		x1 <= x0 + y0;
		y1 <= y0 - x0;
		z1 <= z0 + angle_0;		
	end
end 
reg step2_rdy = 1'b0;
always @(posedge clk) step2_rdy <= step1_rdy;
always@(posedge clk or posedge sclr)
begin
	if(sclr)
	begin
		x2 <= 'b0;
		y2 <= 'b0;
		z2 <= 'b0;
	end
	else if(y1[DATAIN_WIDTH-1]) 
	begin
		x2 <= x1 - (y1>>>1);
		y2 <= y1 + (x1>>>1);
		z2 <= z1 - angle_1;	
	end
	else 
	begin
		x2 <= x1 + (y1>>>1);
		y2 <= y1 - (x1>>>1);
		z2 <= z1 + angle_1;
	end
end 
reg step3_rdy = 1'b0;
always @(posedge clk) step3_rdy <= step2_rdy;
always@(posedge clk or posedge sclr)
begin
	if(sclr)
	begin
		x3 <= 'b0;
		y3 <= 'b0;
		z3 <= 'b0;
	end
	else if(y2[DATAIN_WIDTH-1])
	begin
		x3 <= x2 - (y2>>>2);
		y3 <= y2 + (x2>>>2);
		z3 <= z2 - angle_2;	
	end
	else 
	begin
		x3 <= x2 + (y2>>>2);
		y3 <= y2 - (x2>>>2);
		z3 <= z2 + angle_2;
	end
end 
reg step4_rdy = 1'b0;
always @(posedge clk) step4_rdy <= step3_rdy;
always@(posedge clk or posedge sclr)
begin
	if(sclr)
	begin
		x4 <= 'b0;
		y4 <= 'b0;
		z4 <= 'b0;
	end
	else if(y3[DATAIN_WIDTH-1]) 
	begin
		x4 <= x3 - (y3>>>3);
		y4 <= y3 + (x3>>>3);
		z4 <= z3 - angle_3;	
	end
	else 
	begin
		x4 <= x3 + (y3>>>3);
		y4 <= y3 - (x3>>>3);
		z4 <= z3 + angle_3;
	end
end 
reg step5_rdy = 1'b0;
always @(posedge clk) step5_rdy <= step4_rdy;
always@(posedge clk or posedge sclr)
begin
	if(sclr)
	begin
		x5 <= 'b0;
		y5 <= 'b0;
		z5 <= 'b0;
	end
	else if(y4[DATAIN_WIDTH-1]) 
	begin
		x5 <= x4 - (y4>>>4);
		y5 <= y4 + (x4>>>4);
		z5 <= z4 - angle_4;	
	end
	else
	begin
		x5 <= x4 + (y4>>>4);
		y5 <= y4 - (x4>>>4);
		z5 <= z4 + angle_4;
	end
end 
reg step6_rdy = 1'b0;
always @(posedge clk) step6_rdy <= step5_rdy;
always@(posedge clk or posedge sclr)
begin
	if(sclr)
	begin
		x6 <= 'b0;
		y6 <= 'b0;
		z6 <= 'b0;
	end
	else if(y5[DATAIN_WIDTH-1]) 
	begin
		x6 <= x5 - (y5>>>5);
		y6 <= y5 + (x5>>>5);
		z6 <= z5 - angle_5;
	end
	else 
	begin
		x6 <= x5 + (y5>>>5);
		y6 <= y5 - (x5>>>5);
		z6 <= z5 + angle_5;
	end
end 
reg step7_rdy = 1'b0;
always @(posedge clk) step7_rdy <= step6_rdy;
always@(posedge clk or posedge sclr)
begin
	if(sclr)
	begin
		x7 <= 'b0;
		y7 <= 'b0;
		z7 <= 'b0;
	end
	else if(y6[DATAIN_WIDTH-1]) 
	begin
		x7 <= x6 - (y6>>>6);
		y7 <= y6 + (x6>>>6);
		z7 <= z6 - angle_6;	
	end
	else 
	begin
		x7 <= x6 + (y6>>>6);
		y7 <= y6 - (x6>>>6);
		z7 <= z6 + angle_6;
	end
end 
reg step8_rdy = 1'b0;
always @(posedge clk) step8_rdy <= step7_rdy;
always@(posedge clk or posedge sclr)
begin
	if(sclr)
	begin
		x8 <= 'b0;
		y8 <= 'b0;
		z8 <= 'b0;
	end
	else if(y7[DATAIN_WIDTH-1]) 
	begin
		x8 <= x7 - (y7>>>7);
		y8 <= y7 + (x7>>>7);
		z8 <= z7 - angle_7;	
	end
	else 
	begin
		x8 <= x7 + (y7>>>7);
		y8 <= y7 - (x7>>>7);
		z8 <= z7 + angle_7;
	end
end 
reg step9_rdy = 1'b0;
always @(posedge clk) step9_rdy <= step8_rdy;
always@(posedge clk or posedge sclr)
begin
	if(sclr)
	begin
		x9 <= 'b0;
		y9 <= 'b0;
		z9 <= 'b0;
	end
	else if(y8[DATAIN_WIDTH-1])
	begin
		x9 <= x8 - (y8>>>8);
		y9 <= y8 + (x8>>>8);
		z9 <= z8 - angle_8;
	end
	else 
	begin
		x9 <= x8 + (y8>>>8);
		y9 <= y8 - (x8>>>8);
		z9 <= z8 + angle_8;
	end
end 
reg step10_rdy = 1'b0;
always @(posedge clk) step10_rdy <= step9_rdy;
always@(posedge clk or posedge sclr)
begin
	if(sclr)
	begin
		x10 <= 'b0;
		y10 <= 'b0;
		z10 <= 'b0;
	end
	else if(y9[DATAIN_WIDTH-1]) 
	begin
		x10 <= x9 - (y9>>>9);
		y10 <= y9 + (x9>>>9);
		z10 <= z9 - angle_9;
	end
	else 
	begin
		x10 <= x9 + (y9>>>9);
		y10 <= y9 - (x9>>>9);
		z10 <= z9 + angle_9;		
	end
end 
reg step11_rdy = 1'b0;
always @(posedge clk) step11_rdy <= step10_rdy;
always@(posedge clk or posedge sclr)
begin
	if(sclr)
	begin
		x11 <= 'b0;
		y11 <= 'b0;
		z11 <= 'b0;
	end
	else if(y10[DATAIN_WIDTH-1]) 
	begin
		x11 <= x10 - (y10>>>10);
		y11 <= y10 + (x10>>>10);
		z11 <= z10 - angle_10;	
	end
	else 
	begin
		x11 <= x10 + (y10>>>10);
		y11 <= y10 - (x10>>>10);
		z11 <= z10 + angle_10;
	end
end 
reg step12_rdy = 1'b0;
always @(posedge clk) step12_rdy <= step11_rdy;
always@(posedge clk or posedge sclr)
begin
	if(sclr)
	begin
		x12 <= 'b0;
		y12 <= 'b0;
		z12 <= 'b0;
	end
	else if(y11[DATAIN_WIDTH-1]) 
	begin
		x12 <= x11 - (y11>>>11);
		y12 <= y11 + (x11>>>11);
		z12 <= z11 - angle_11;	
	end
	else 
	begin
		x12 <= x11 + (y11>>>11);
		y12 <= y11 - (x11>>>11);
		z12 <= z11 + angle_11;
	end
end 
reg step13_rdy = 1'b0;
always @(posedge clk) step13_rdy <= step12_rdy;
always@(posedge clk or posedge sclr)
begin
	if(sclr)
	begin
		x13 <= 'b0;
		y13 <= 'b0;
		z13 <= 'b0;
	end
	else if(y12[DATAIN_WIDTH-1]) 
	begin
		x13 <= x12 - (y12>>>12);
		y13 <= y12 + (x12>>>12);
		z13 <= z12 - angle_12;	
	end
	else 
	begin
		x13 <= x12 + (y12>>>12);
		y13 <= y12 - (x12>>>12);
		z13 <= z12 + angle_12;
	end
end 
reg signed [DATAIN_WIDTH-1:0] mag;
reg signed [DATAIN_WIDTH-1:0] phase; 
reg step14_rdy = 1'b0;
always @(posedge clk) step14_rdy <= step13_rdy;
always@(posedge clk or posedge sclr)
begin
	if(sclr)
	begin
		mag <= 'b0;
		phase <= 'b0;
	end
	else 
	begin
        mag <= x13;  
        phase <= z13;
	end
end 
assign x_out = mag;
assign phase_out = phase;
assign rdy = step14_rdy;
endmodule
File: /design/flow/run.sh
#!/bin/bash
# OpenROAD 26Q1-2900-gdf79404cd8, Yosys 0.63+post, stock flow scripts
make -C /OpenROAD-flow-scripts/flow DESIGN_CONFIG=/design/flow/config.mk WORK_HOME=/design/flow/orfs finish
File: /design/flow/config.mk
export PLATFORM = sky130hd
export DESIGN_NAME = rx_cordic
export DESIGN_NICKNAME = rx_cordic
export VERILOG_FILES = /design/flow/design.v
export SDC_FILE = /design/flow/constraint.sdc
export NUM_CORES = 4
export LEC_CHECK = 1
export CORE_UTILIZATION = 50
File: /design/flow/constraint.sdc
current_design rx_cordic

set clk_period 10.6
set clk_io_pct 0.2

create_clock -name clk0 -period $clk_period [get_ports {clk}]

set non_clock_inputs [all_inputs -no_clocks]
set_input_delay [expr $clk_period * $clk_io_pct] -clock clk0 $non_clock_inputs
set_output_delay [expr $clk_period * $clk_io_pct] -clock clk0 [all_outputs]
==> impl_metrics.py <==
# Auto-generated metrics
metrics = {
    "cts": {
        "clock-root-buffer": "clkbuf_16",
        "cts_buffer_depth": 3,
        "cts_hold_buf": 0,
        "clkTransAtPathRegs_ns": 0.06,
        "cts_made_buffers": 78,
        "tritoncts": "yes",
        "cts_resized": 0,
        "clock_latency_ns": 0.64,
        "htree_levels": 3,
        "cts_setup_buffers": 0,
        "cts_sinks": 673,
    },
    "routing": {
        "drcViolationCount": 0,
        "postRouteAntennaNets": 0,
        "num_vias": 34240,
        "wl_per_cell_um": 16.73,
        "wl_mm": 104.8,
        "drt_iter0_drc": 1769,
        "dr.pass1.iters": 6,
        "vias_per_cell": 5.468,
    },
    "setup_path": {
        "startpoint_type": "input port",
        "cp-end-kind": "async pin",
        "reg2regPathDepth": 11,
        "arrival_ns": 5.10,
        "cpMostUsedCell": "buf_4",
        "path_max_fanout": 59,
        "r2r_start": "y2[15]$_DFF_PP0_",
        "required_ns": 11.29,
        "critical_path.slowest_cell": "buf_4",
        "path_cells": "clkdlybuf4s50_1, clkinvlp_4, buf_4, buf_4, buf_4",
        "slowest_delay_ns": 0.72,
        "r2r_slack_ns": 6.78,
        "rr_endpoint": "z3[15]$_DFF_PP0_",
        "critPathKind": "input port to async pin",
    },
    "layout": {
        "fillers": 7938,
        "design_area_um2": 51310,
        "comb_area_um2": 28240,
        "area_growth_pct": 10.62,
        "drive_gt1_share_pct": 4.265,
        "flop_area_um2": 16770,
    },
    "floorplanning": {
        "initCoreUtil_pct": 50.53,
        "die_area_um2": 93990,
        "io_pins": 68,
        "core-area_um2": 91800,
        "die_w_um": 306.6,
        "rows": 111,
        "die_h_um": 306.6,
    },
    "synthesis": {
        "top_cell": "dfrtp_1",
        "yosys.area.top_type": "dfrtp_1",
        "ys_ff": 673,
        "synth_seq_share_pct": 36.15,
        "syn_avg_cell_area_um2": 9.570,
        "syn_inst": 4847,
        "ys_area_um2": 46380,
        "edf_count": 0,
        "async_flop_share_pct": 97.77,
        "syn-cell-area_um2": 46380,
        "synthTopCellsByCount": "dfrtp_1 (658), ha_1 (590), nor2_1 (419)",
        "yosys_cells": 4847,
        "ys_warn_count": 1,
        "synth_cell_types": 83,
        "area_leaders": "dfrtp_1 (35%), ha_1 (16%), xnor2_1 (7.8%)",
        "top_cell_area_share_pct": 35.50,
        "ff_type": "dfrtp_1",
    },
    "grt": {
        "grt_overflow": 0,
        "grt_pass1_wl_mm": 170.4,
        "grt_start_max_net_pins": 111,
        "grtUsageTotal_pct": 23.32,
        "grt_pass1_vias": 32670,
        "antenna_found_initial": 3,
    },
    "place": {
        "place_ws_ns": 5.347,
        "dpl_cell_area_um2": 48580,
        "port_buffers": 67,
        "dp_hpwl_mm": 81.28,
        "gp_congestion": 0.9283,
    },
    "flow_run": {
        "warning_count": 93,
        "maxCapViolCount": 0,
    },
    "timing": {
        "worst_clock_skew_ns": 0.02145,
        "worstMarginPinSlew_ns": 0.7859,
        "slew-limit-headroom_pct": 47.13,
        "slew_viol_final": 0,
        "fin_crit_sh_pct": 41.67,
        "fin_crit_ns": 4.417,
        "fmax_mhz": 226.4,
        "finalHoldViolCount": 0,
        "rsz0062_at_grt": "no",
        "final-setup-viol-count": 0,
        "worst_slack_ns": 6.183,
    },
    "hold_path": {
        "hp-start": "step4_rdy$_DFF_P_",
        "min_path_type": "flip-flop to flip-flop",
        "hold_depth": 0,
        "holdPathEnd": "step5_rdy$_DFF_P_",
    },
    "run_status": {
        "outcome": "finished clean",
    },
}
[placed cells by master (no fill, tap or decap), drive strengths merged, types with 18 or more instances in the layout]
cell / instances
nor4: 52
xor2: 216
nand3: 69
a211oi: 37
ha: 590
clkdlybuf4s50: 65
dfrtp: 658
a21oi: 413
nand2b: 55
a21o: 131
o21ai: 247
fa: 39
o211ai: 46
nor3: 125
xnor2: 412
mux2: 21
inv: 298
o31a: 18
and3: 42
o21a: 57
nor2b: 83
nor2: 419
o31ai: 27
or3: 37
buf: 33
nand4: 22
mux2i: 33
or4: 22
a211o: 22
o21bai: 59
and2: 24
nand2: 240
clkbuf: 110
a31oi: 38
[area by class of cell]
cell class / count / share of cell area, %
well taps: 1243 / 3.031
inverters: 296 / 2.173
clock buffers: 110 / 4.475
clock inverters: 31 / 0.8389
multi-input cells: 3809 / 55.04
diodes: 1 / 0.004877
flip-flops and latches: 673 / 32.68
repair buffers: 98 / 1.766
[per-layer routing]
metal / part of all wire, % / GRT usage [%] / vias up
li1: - / - / 17500
met1: 47 / 35.17 / 16000
met2: 44 / 35.22 / 604
met3: 6.5 / 5.986 / 132
met4: 2.2 / 4.407 / 0
met5: 0 / 0 / -
[through the flow]
step	setup TNS, ns	hold slack, ns	utilization [%]	cells
2_1_floorplan	-338.54	0.3096	-	4847
3_3_place_gp	0	0.3096	52.92	6119
3_5_place_dp	0	0.3121	52.92	6119
4_1_cts	0	0.3250	55.89	6260
5_1_grt	0	0.3280	55.89	6260
6_report	0	0.3227	55.89	6261
[how the worst max path moves through the flow]
| stage | from | to | cells past startpoint |
|---|---|---|---|
| after CTS | sclr | z1[10]$_DFF_PP0_ | 5 |
| after global routing | sclr | z0[13]$_DFFE_PP0P_ | 5 |
| final | sclr | x0[6]$_DFFE_PP0P_ | 5 |
[critical path, delay by kind of cell]
family                 cells  cell delay (ns)
buffers and inverters      5             2.87
[cells by family after synthesis]
| group | count (synthesis) | synth area share, % |
|---|---|---|
| other cells | 1 | 0.008085 |
| xor+xnor | 628 | 11.86 |
| compound gates | 1249 | 17.12 |
| mux | 54 | 1.222 |
| simple gates | 1248 | 13.07 |
| buf+inv | 365 | 2.975 |
| fa+ha+maj | 629 | 17.60 |
| flops | 673 | 36.15 |
